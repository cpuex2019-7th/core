===== flow/run.sh =====
#!/bin/bash
# OpenROAD 26Q1-2900-gdf79404cd8, Yosys 0.63+post, stock flow scripts
make -C /OpenROAD-flow-scripts/flow DESIGN_CONFIG=/design/flow/config.mk WORK_HOME=/design/flow/orfs finish

===== flow/config.mk =====
export PLATFORM = sky130hd
export DESIGN_NAME = uart_buffer_wrapper
export DESIGN_NICKNAME = uart_buffer_wrapper
export VERILOG_FILES = /design/flow/design.v
export SDC_FILE = /design/flow/constraint.sdc
export NUM_CORES = 4
export LEC_CHECK = 1
export CORE_UTILIZATION = 40
export SYNTH_MEMORY_MAX_BITS = 65536

===== flow/constraint.sdc =====
current_design uart_buffer_wrapper

set clk_period 8163.7
set clk_io_pct 0.2

create_clock -name clk0 -period $clk_period [get_ports {clk}]

set non_clock_inputs [all_inputs -no_clocks]
set_input_delay [expr $clk_period * $clk_io_pct] -clock clk0 $non_clock_inputs
set_output_delay [expr $clk_period * $clk_io_pct] -clock clk0 [all_outputs]

===== flow/design.v =====
`default_nettype none
module uart_buffer(
	               input wire         clk,
	               input wire         rstn,
	               input wire [3:0]   mmu_axi_araddr,
	               output reg         mmu_axi_arready,
	               input wire         mmu_axi_arvalid,
	               input wire [2:0]   mmu_axi_arprot, 
	               input wire         mmu_axi_bready,
	               output wire [1:0]  mmu_axi_bresp,
	               output wire        mmu_axi_bvalid,
	               output reg [31:0]  mmu_axi_rdata,
	               input wire         mmu_axi_rready,
	               output reg [1:0]   mmu_axi_rresp,
	               output reg         mmu_axi_rvalid,
	               input wire [3:0]   mmu_axi_awaddr,
	               output wire        mmu_axi_awready,
	               input wire         mmu_axi_awvalid,
	               input wire [2:0]   mmu_axi_awprot, 
	               input wire [31:0]  mmu_axi_wdata,
	               output wire        mmu_axi_wready,
	               input wire [3:0]   mmu_axi_wstrb,
	               input wire         mmu_axi_wvalid,
	               output reg [3:0]   uart_axi_araddr,
	               input wire         uart_axi_arready,
	               output reg         uart_axi_arvalid,
	               output reg [2:0]   uart_axi_arprot, 
	               output wire        uart_axi_bready,
	               input wire [1:0]   uart_axi_bresp,
	               input wire         uart_axi_bvalid,
	               input wire [31:0]  uart_axi_rdata,
	               output reg         uart_axi_rready,
	               input wire [1:0]   uart_axi_rresp,
	               input wire         uart_axi_rvalid,
	               output wire [3:0]  uart_axi_awaddr,
	               input wire         uart_axi_awready,
	               output wire        uart_axi_awvalid,
	               output wire [2:0]  uart_axi_awprot, 
	               output wire [31:0] uart_axi_wdata,
	               input wire         uart_axi_wready,
	               output wire [3:0]  uart_axi_wstrb,
	               output wire        uart_axi_wvalid);
   assign uart_axi_bready = mmu_axi_bready;
   assign mmu_axi_bresp = uart_axi_bresp;
   assign mmu_axi_bvalid = uart_axi_bvalid;
   assign uart_axi_awaddr = mmu_axi_awaddr;
   assign mmu_axi_awready = uart_axi_awready;
   assign  uart_axi_awvalid = mmu_axi_awvalid;
   assign uart_axi_awprot = mmu_axi_awprot;
   assign uart_axi_wdata = mmu_axi_wdata;
   assign mmu_axi_wready = uart_axi_wready;
   assign uart_axi_wstrb = mmu_axi_wstrb;
   assign uart_axi_wvalid = mmu_axi_wvalid;
   reg [3:0]                          state;
   localparam r_waiting_ready = 0;   
   localparam r_writing_ready = 1;   
   localparam r_waiting_data = 2;   
   localparam r_writing_data = 3;
   localparam r_waiting_uartlite_arready = 4;
   localparam r_waiting_uartlite_rvalid = 5;
   reg [7:0]                          buffer[2048];
   reg [10:0]   head_idx;
   reg [10:0]   tail_idx;
   wire         is_buffer_empty = (tail_idx - head_idx == 0);
   reg [3:0]                          addr_cache;   
   task init;
      begin
         mmu_axi_arready <= 1;
         mmu_axi_rvalid <= 0;
         uart_axi_arvalid <= 0;
         uart_axi_rready <= 0;
         head_idx <= 0;
         tail_idx <= 0;
         addr_cache <= 0;
         state <= r_waiting_ready;      
      end   endtask;  
   initial begin
      init();      
   end
   always @(posedge clk) begin
      if(rstn) begin
         if (state == r_waiting_ready) begin
            if (mmu_axi_arvalid) begin
               mmu_axi_arready <= 0;               
               if(mmu_axi_araddr[3:0] == 4'h0 && !is_buffer_empty) begin
                  mmu_axi_rvalid <= 1;
                  head_idx <= head_idx + 1;                  
                  mmu_axi_rdata <= {24'b0, buffer[head_idx]};
                  mmu_axi_rresp <= 2'b00;                  
                  state <= r_writing_data;                  
               end else begin                              
                  uart_axi_arvalid <= 1;
                  uart_axi_araddr <= mmu_axi_araddr[3:0];
                  addr_cache <= mmu_axi_araddr[3:0];
                  uart_axi_arprot <= mmu_axi_arprot;                                    
                  state <= r_writing_ready;
               end               
            end else begin
               mmu_axi_arready <= 0;
               uart_axi_arvalid <= 1;
               uart_axi_araddr <= 4'b0;
               uart_axi_arprot <= 3'b0;               
               state <= r_waiting_uartlite_arready;
            end
         end else if (state == r_writing_ready) begin
            if(uart_axi_arready) begin
               uart_axi_arvalid <= 0;            
               uart_axi_rready <= 1;            
               state <= r_waiting_data;
            end
         end if (state == r_waiting_data) begin
            if (uart_axi_rvalid) begin
               uart_axi_rready <= 0;
               mmu_axi_rvalid <= 1;
               if (addr_cache == 4'h8) begin
                  mmu_axi_rdata <= {uart_axi_rdata[31:1], !is_buffer_empty | uart_axi_rdata[0]};
               end else begin
                  mmu_axi_rdata <= uart_axi_rdata;
               end
               mmu_axi_rresp <= uart_axi_rresp;   
               state <= r_writing_data;            
            end
         end if (state == r_writing_data) begin
            if(mmu_axi_rready) begin
               mmu_axi_rvalid <= 0;
               mmu_axi_arready <= 1;
               state <= r_waiting_ready;
            end
         end if (state == r_waiting_uartlite_arready) begin
            if(uart_axi_arready) begin
               uart_axi_arvalid <= 0;            
               uart_axi_rready <= 1;            
               state <= r_waiting_uartlite_rvalid;               
            end
         end if (state == r_waiting_uartlite_rvalid) begin
            if (uart_axi_rvalid) begin
               uart_axi_rready <= 0;
               if (uart_axi_rresp == 2'b00) begin
                  buffer[tail_idx] <= uart_axi_rdata[7:0];
                  tail_idx <= tail_idx + 1;
               end
               mmu_axi_arready <= 1;
               state <= r_waiting_ready;            
            end
         end
      end else begin  
         init();         
      end
   end      
endmodule
`default_nettype wire
`default_nettype none
module uart_buffer_wrapper(
	                       input wire         clk,
	                       input wire         rstn,
	                       input wire [3:0]   mmu_axi_araddr,
	                       output wire        mmu_axi_arready,
	                       input wire         mmu_axi_arvalid,
	                       input wire [2:0]   mmu_axi_arprot, 
	                       input wire         mmu_axi_bready,
	                       output wire [1:0]  mmu_axi_bresp,
	                       output wire        mmu_axi_bvalid,
	                       output wire [31:0] mmu_axi_rdata,
	                       input wire         mmu_axi_rready,
	                       output wire [1:0]  mmu_axi_rresp,
	                       output wire        mmu_axi_rvalid,
	                       input wire [3:0]   mmu_axi_awaddr,
	                       output wire        mmu_axi_awready,
	                       input wire         mmu_axi_awvalid,
	                       input wire [2:0]   mmu_axi_awprot, 
	                       input wire [31:0]  mmu_axi_wdata,
	                       output wire        mmu_axi_wready,
	                       input wire [3:0]   mmu_axi_wstrb,
	                       input wire         mmu_axi_wvalid,
	                       output wire [3:0]  uart_axi_araddr,
	                       input wire         uart_axi_arready,
	                       output wire        uart_axi_arvalid,
	                       output wire [2:0]  uart_axi_arprot, 
	                       output wire        uart_axi_bready,
	                       input wire [1:0]   uart_axi_bresp,
	                       input wire         uart_axi_bvalid,
	                       input wire [31:0]  uart_axi_rdata,
	                       output wire        uart_axi_rready,
	                       input wire [1:0]   uart_axi_rresp,
	                       input wire         uart_axi_rvalid,
	                       output wire [3:0]  uart_axi_awaddr,
	                       input wire         uart_axi_awready,
	                       output wire        uart_axi_awvalid,
	                       output wire [2:0]  uart_axi_awprot, 
	                       output wire [31:0] uart_axi_wdata,
	                       input wire         uart_axi_wready,
	                       output wire [3:0]  uart_axi_wstrb,
	                       output wire        uart_axi_wvalid);
   uart_buffer _uart_buffer(.clk(clk), .rstn(rstn),
                            .mmu_axi_araddr(mmu_axi_araddr), 
                            .mmu_axi_arready(mmu_axi_arready), 
                            .mmu_axi_arvalid(mmu_axi_arvalid), 
                            .mmu_axi_arprot(mmu_axi_arprot),
                            .mmu_axi_bready(mmu_axi_bready), 
                            .mmu_axi_bresp(mmu_axi_bresp), 
                            .mmu_axi_bvalid(mmu_axi_bvalid),
                            .mmu_axi_rdata(mmu_axi_rdata), 
                            .mmu_axi_rready(mmu_axi_rready),
                            .mmu_axi_rresp(mmu_axi_rresp), 
                            .mmu_axi_rvalid(mmu_axi_rvalid),
                            .mmu_axi_awaddr(mmu_axi_awaddr), 
                            .mmu_axi_awready(mmu_axi_awready), 
                            .mmu_axi_awvalid(mmu_axi_awvalid), 
                            .mmu_axi_awprot(mmu_axi_awprot), 
                            .mmu_axi_wdata(mmu_axi_wdata), 
                            .mmu_axi_wready(mmu_axi_wready), 
                            .mmu_axi_wstrb(mmu_axi_wstrb), 
                            .mmu_axi_wvalid(mmu_axi_wvalid),
                            .uart_axi_araddr(uart_axi_araddr), 
                            .uart_axi_arready(uart_axi_arready), 
                            .uart_axi_arvalid(uart_axi_arvalid), 
                            .uart_axi_arprot(uart_axi_arprot),
                            .uart_axi_bready(uart_axi_bready), 
                            .uart_axi_bresp(uart_axi_bresp), 
                            .uart_axi_bvalid(uart_axi_bvalid),
                            .uart_axi_rdata(uart_axi_rdata), 
                            .uart_axi_rready(uart_axi_rready),
                            .uart_axi_rresp(uart_axi_rresp), 
                            .uart_axi_rvalid(uart_axi_rvalid),
                            .uart_axi_awaddr(uart_axi_awaddr), 
                            .uart_axi_awready(uart_axi_awready), 
                            .uart_axi_awvalid(uart_axi_awvalid), 
                            .uart_axi_awprot(uart_axi_awprot), 
                            .uart_axi_wdata(uart_axi_wdata), 
                            .uart_axi_wready(uart_axi_wready), 
                            .uart_axi_wstrb(uart_axi_wstrb), 
                            .uart_axi_wvalid(uart_axi_wvalid));
endmodule
`default_nettype wire

==> notes.md <==
fresh numbers from the pnr run: Finish-stage setup viols 0, sequential cell area in the final layout 493900 um^2, number of setup buffers added after CTS 0, first-pass iteration count of the detailed router 8, nature of the critical path endpoint output pin, # Cells Yosys 29710, shortest period the worst path allows 3265.48 ns, tally of OpenROAD warnings 102, die y size 1.266 mm, HPWL after DPL 1215 mm, Max-cap violations 0, dominant cell by count in the synthesized netlist sky130_fd_sc_hd__edfxtp_1, synthesized instance count 29710, num ports 194, unrepaired setup endpoints after global routing no, hold-fix buffers at CTS 0, final hold violation count 0, share of post-route cells with drive strength above 1 24.95%, launch point of the worst path uart_axi_awready, Buffers on Ports 91, IR Drop Worst-Case VDD 0.0002080 mV, worst-case register-to-register setup slack 8153.87 ns, H-Tree Level Count 7, filler-free cell count of the finished design 53970, Worst Path Required 6530.96 ns, die outline area 1604000 um^2, most used standard cells in the synthesized netlist sky130_fd_sc_hd__edfxtp_1 (16430), sky130_fd_sc_hd__mux4_2 (3965), sky130_fd_sc_hd__nor2_1 (2276), total negative setup slack 0 ns, standard cell core area 1595000 um^2, CTS tree built, placed cells 50550, Largest cells by area sky130_fd_sc_hd__edfxtp_1 (77%), sky130_fd_sc_hd__mux4_2 (14%), sky130_fd_sc_hd__mux2i_1 (2.2%), Worst Min Path Start _uart_buffer.mmu_axi_rvalid$_SDFF_PN0_, count of instances resized after the clock tree is built 0, routed wire length 1915 mm, Sink Count 16460, mean number of vias per cell 5.813, Post-synth ARST share 0%, drt first-iter violations 22660, cell count of the worst hold path 2, number of enable flip-flop cells 16430, Row Count 464, Longest Clk Path Bufs 6, routed length per placed instance 35.47 um, via count of the first global-routing pass 344300, leakage power 217.3 nW, syn_area_per_cell 21.52 um^2, combined area of all synthesized cells 639400 um^2, antenna violation net count after detailed routing 0, most frequently used flop master after synthesis sky130_fd_sc_hd__edfxtp_1, period utilization 40.00%, Die W 1.266 mm, power density relative to cell area 0.2333 nW/um^2, worst flop-to-flop path startpoint _uart_buffer.head_idx[0]$_SDFFE_PN0P_, distinct lib cells 89, worst slew margin relative to its limit 6.982%, worst hold path endpoint _uart_buffer.mmu_axi_rvalid$_SDFF_PN0_, Final Max Slew Viols 0, depth of the worst register-to-register path 17, DR DRC count 0, portion of the post-synthesis area used by sequential elements 77.25%, type of the worst min-delay path flip-flop to flip-flop, via count 313800, total congestion overflow after global routing 0, wire length of the first global-routing pass 2652 mm, clock edge transition at the registers on the reported setup and hold paths 0.06 ns, kind of launch point of the worst setup path primary input, fp util 40.09%, GRT Resource Usage Total 26.28%, flop and latch count out of synthesis 16460, Worst-Margin Slew 1.360 ns, worst flop-to-flop path endpoint _uart_buffer.mmu_axi_rdata[1]$_DFFE_PP_, initial antenna violation count 221, Worst Path Class, Setup primary input to output pin, total CTS buffers 1675, cell type contributing the most total cell area after synthesis sky130_fd_sc_hd__edfxtp_1, combinational gate area 135300 um^2, clock latency (worst-skew pair) 1.36 ns, Clock Skew 0.1397 ns, buffer type at the clock tree root sky130_fd_sc_hd__clkbuf_16, data arrival time of the worst path 1632.74 ns, highest achievable clock rate 0.0003062 GHz, maximum number of pins on one net before global-route repair 140, Syn. warnings 1, filler cell count in the final layout 129500, worst-case hold slack 0.4984 ns, result of the run complete, no violations, area share of the largest cell type after synthesis 77.14%, area reported by Yosys stat 639400 um^2, Layout area overhead 12.93%, final estimated routing congestion in global placement 0.9396, top fanout value on the critical path 1
-- where the power goes --
group / switching (mW) / internal, mW
clock network: 0.0313 / 0.0422
registers: 0.0000407 / 0.0930
logic: 0.00155 / 0.000244
-- state kept, by name, indices dropped and copies added (netlist names) --
name and count:
_uart_buffer.mmu_axi_arready 1, _uart_buffer.mmu_axi_rresp 2, _uart_buffer.uart_axi_arvalid 1, _uart_buffer.uart_axi_araddr 4, _uart_buffer.mmu_axi_rvalid 1, _uart_buffer.mmu_axi_rdata 32
_uart_buffer.uart_axi_rready 1, _uart_buffer.buffer 16384, _uart_buffer.state 4, _uart_buffer.uart_axi_arprot 3, _uart_buffer.addr_cache 4, _uart_buffer.head_idx 11
_uart_buffer.tail_idx 11
-- cell type report --
type | count | share of cell area (%)
multi-input combinational | 11250 | 18.74
inverter | 21 | 0.01646
sequential | 16460 | 68.41
tap | 21200 | 3.674
timing repair buffer | 1618 | 1.823
antenna | 455 | 0.1577
clock inverter | 944 | 1.134
clock buffer | 2020 | 6.049
-- metrics by stage --
stage	setup slack (ns)	power (mW)	util [%]	area [um^2]
after detailed placement	4898.22	0.09679	41.95	669000
after global routing	4898.22	0.1727	45.24	721500
after floorplan	4898.12	0.09511	-	639400
after CTS	4898.22	0.1694	45.20	720900
final	4898.22	0.1685	45.28	722100
after global placement	4898.22	0.09669	41.95	669000
-- how the worst max path moves through the flow --
stage     cells past startpoint              end  slack, ns
6_report                      0  mmu_axi_awready    4898.22
5_1_grt                       0  mmu_axi_awready    4898.22
4_1_cts                       0  mmu_axi_awready    4898.22
-- logic make-up after synthesis --
kind of cell               Yosys count  synth area share, %
and+or+nand+nor                   3599                2.277
AOI/OAI and AO/OA                 2118                2.259
buffers and inverters             1999                1.769
adders and majority gates           17              0.03444
DFF                              16460                77.25
muxes                             5502                16.39
xor gates and xnor gates            16              0.02192
-- metal layers --
metal  GRT usage (%)  wire length (um)
met3           25.43            417300
met1           26.51            532800
met4           10.82             95630
met5           6.758             12900
met2           35.87            855900
-- worst register-to-register path, delay by kind of cell (launching register included) --
kind | cells | cell delay, ns
DFF | 1 | 0.74
muxes | 2 | 1.15
buffers and inverters | 9 | 5.31
AOI/OAI and AO/OA | 6 | 2.36
-- cell usage in the layout, fill, tap and decap left out, types with 28 or more instances in the layout --
cell	synthesis	routed
sky130_fd_sc_hd__a221oi_1	144	142
sky130_fd_sc_hd__mux2i_1	1431	1431
sky130_fd_sc_hd__nor4_1	37	29
sky130_fd_sc_hd__buf_4	304	1474
sky130_fd_sc_hd__mux2_2	104	104
sky130_fd_sc_hd__a311oi_1	34	30
sky130_fd_sc_hd__clkinvlp_4	0	48
sky130_fd_sc_hd__and3_1	54	52
sky130_fd_sc_hd__o22ai_1	297	296
sky130_fd_sc_hd__clkdlybuf4s50_1	0	82
sky130_fd_sc_hd__nand4_1	31	31
sky130_fd_sc_hd__o221ai_1	90	89
sky130_fd_sc_hd__a2111oi_0	32	28
sky130_fd_sc_hd__o21ai_0	269	264
sky130_fd_sc_hd__a22oi_1	372	372
sky130_fd_sc_hd__nor3_1	84	65
sky130_fd_sc_hd__clkinv_1	1	389
sky130_fd_sc_hd__o21ai_1	27	31
sky130_fd_sc_hd__nand2_1	794	761
sky130_fd_sc_hd__bufinv_16	0	136
sky130_fd_sc_hd__o211ai_1	62	62
sky130_fd_sc_hd__a21oi_1	378	377
sky130_fd_sc_hd__nand3_1	187	173
sky130_fd_sc_hd__buf_12	17	52
sky130_fd_sc_hd__o2111ai_1	38	38
sky130_fd_sc_hd__nand2_4	0	28
sky130_fd_sc_hd__clkbuf_1	908	323
sky130_fd_sc_hd__clkinv_2	0	318
sky130_fd_sc_hd__nor2_1	2276	2250
sky130_fd_sc_hd__a31oi_1	100	98
sky130_fd_sc_hd__mux4_2	3965	3965
sky130_fd_sc_hd__diode_2	0	455
sky130_fd_sc_hd__edfxtp_1	16430	16430
sky130_fd_sc_hd__nor2b_1	50	40
sky130_fd_sc_hd__a211oi_1	82	77
sky130_fd_sc_hd__clkbuf_16	0	1697
Power figures rest on the tool's default switching activity, not on a simulated workload.
