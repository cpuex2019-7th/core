--- flow/design.v ---
`default_nettype none
module mul4
   (  input wire [3:0]  x1,
      input wire [3:0]  x2,
      output wire [7:0] y);
   assign y = (x1 == 4'b0) ? {8'b0} :
              (x2 == 4'b0) ? {8'b0} :
              (x1 == 4'b1) ? {4'b0,x2} :
              (x2 == 4'b1) ? {4'b0,x1} :
              (x1 == 4'b10) ? {3'b0,x2,1'b0} :
              (x2 == 4'b10) ? {3'b0,x1,1'b0} :
              (x1 == 4'b100) ? {2'b0,x2,2'b0} :
              (x2 == 4'b100) ? {2'b0,x1,2'b0} :
              (x1 == 4'b1000) ? {1'b0,x2,3'b0} :
              (x2 == 4'b1000) ? {1'b0,x1,3'b0} :
              (x1 == 4'b11 && x2 == 4'b11) ? {8'b1001} :
              (x1 == 4'b11 && x2 == 4'b101) ? {8'b1111} :
              (x1 == 4'b11 && x2 == 4'b110) ? {8'b10010} :
              (x1 == 4'b11 && x2 == 4'b111) ? {8'b10101} :
              (x1 == 4'b11 && x2 == 4'b1001) ? {8'b11011} :
              (x1 == 4'b11 && x2 == 4'b1010) ? {8'b11110} :
              (x1 == 4'b11 && x2 == 4'b1011) ? {8'b100001} :
              (x1 == 4'b11 && x2 == 4'b1100) ? {8'b100100} :
              (x1 == 4'b11 && x2 == 4'b1101) ? {8'b100111} :
              (x1 == 4'b11 && x2 == 4'b1110) ? {8'b101010} :
              (x1 == 4'b11 && x2 == 4'b1111) ? {8'b101101} :
              (x1 == 4'b101 && x2 == 4'b11) ? {8'b1111} :
              (x1 == 4'b101 && x2 == 4'b101) ? {8'b11001} :
              (x1 == 4'b101 && x2 == 4'b110) ? {8'b11110} :
              (x1 == 4'b101 && x2 == 4'b111) ? {8'b100011} :
              (x1 == 4'b101 && x2 == 4'b1001) ? {8'b101101} :
              (x1 == 4'b101 && x2 == 4'b1010) ? {8'b110010} :
              (x1 == 4'b101 && x2 == 4'b1011) ? {8'b110111} :
              (x1 == 4'b101 && x2 == 4'b1100) ? {8'b111100} :
              (x1 == 4'b101 && x2 == 4'b1101) ? {8'b1000001} :
              (x1 == 4'b101 && x2 == 4'b1110) ? {8'b1000110} :
              (x1 == 4'b101 && x2 == 4'b1111) ? {8'b1001011} :
              (x1 == 4'b110 && x2 == 4'b11) ? {8'b10010} :
              (x1 == 4'b110 && x2 == 4'b101) ? {8'b11110} :
              (x1 == 4'b110 && x2 == 4'b110) ? {8'b100100} :
              (x1 == 4'b110 && x2 == 4'b111) ? {8'b101010} :
              (x1 == 4'b110 && x2 == 4'b1001) ? {8'b110110} :
              (x1 == 4'b110 && x2 == 4'b1010) ? {8'b111100} :
              (x1 == 4'b110 && x2 == 4'b1011) ? {8'b1000010} :
              (x1 == 4'b110 && x2 == 4'b1100) ? {8'b1001000} :
              (x1 == 4'b110 && x2 == 4'b1101) ? {8'b1001110} :
              (x1 == 4'b110 && x2 == 4'b1110) ? {8'b1010100} :
              (x1 == 4'b110 && x2 == 4'b1111) ? {8'b1011010} :
              (x1 == 4'b111 && x2 == 4'b11) ? {8'b10101} :
              (x1 == 4'b111 && x2 == 4'b101) ? {8'b100011} :
              (x1 == 4'b111 && x2 == 4'b110) ? {8'b101010} :
              (x1 == 4'b111 && x2 == 4'b111) ? {8'b110001} :
              (x1 == 4'b111 && x2 == 4'b1001) ? {8'b111111} :
              (x1 == 4'b111 && x2 == 4'b1010) ? {8'b1000110} :
              (x1 == 4'b111 && x2 == 4'b1011) ? {8'b1001101} :
              (x1 == 4'b111 && x2 == 4'b1100) ? {8'b1010100} :
              (x1 == 4'b111 && x2 == 4'b1101) ? {8'b1011011} :
              (x1 == 4'b111 && x2 == 4'b1110) ? {8'b1100010} :
              (x1 == 4'b111 && x2 == 4'b1111) ? {8'b1101001} :
              (x1 == 4'b1001 && x2 == 4'b11) ? {8'b11011} :
              (x1 == 4'b1001 && x2 == 4'b101) ? {8'b101101} :
              (x1 == 4'b1001 && x2 == 4'b110) ? {8'b110110} :
              (x1 == 4'b1001 && x2 == 4'b111) ? {8'b111111} :
              (x1 == 4'b1001 && x2 == 4'b1001) ? {8'b1010001} :
              (x1 == 4'b1001 && x2 == 4'b1010) ? {8'b1011010} :
              (x1 == 4'b1001 && x2 == 4'b1011) ? {8'b1100011} :
              (x1 == 4'b1001 && x2 == 4'b1100) ? {8'b1101100} :
              (x1 == 4'b1001 && x2 == 4'b1101) ? {8'b1110101} :
              (x1 == 4'b1001 && x2 == 4'b1110) ? {8'b1111110} :
              (x1 == 4'b1001 && x2 == 4'b1111) ? {8'b10000111} :
              (x1 == 4'b1010 && x2 == 4'b11) ? {8'b11110} :
              (x1 == 4'b1010 && x2 == 4'b101) ? {8'b110010} :
              (x1 == 4'b1010 && x2 == 4'b110) ? {8'b111100} :
              (x1 == 4'b1010 && x2 == 4'b111) ? {8'b1000110} :
              (x1 == 4'b1010 && x2 == 4'b1001) ? {8'b1011010} :
              (x1 == 4'b1010 && x2 == 4'b1010) ? {8'b1100100} :
              (x1 == 4'b1010 && x2 == 4'b1011) ? {8'b1101110} :
              (x1 == 4'b1010 && x2 == 4'b1100) ? {8'b1111000} :
              (x1 == 4'b1010 && x2 == 4'b1101) ? {8'b10000010} :
              (x1 == 4'b1010 && x2 == 4'b1110) ? {8'b10001100} :
              (x1 == 4'b1010 && x2 == 4'b1111) ? {8'b10010110} :
              (x1 == 4'b1011 && x2 == 4'b11) ? {8'b100001} :
              (x1 == 4'b1011 && x2 == 4'b101) ? {8'b110111} :
              (x1 == 4'b1011 && x2 == 4'b110) ? {8'b1000010} :
              (x1 == 4'b1011 && x2 == 4'b111) ? {8'b1001101} :
              (x1 == 4'b1011 && x2 == 4'b1001) ? {8'b1100011} :
              (x1 == 4'b1011 && x2 == 4'b1010) ? {8'b1101110} :
              (x1 == 4'b1011 && x2 == 4'b1011) ? {8'b1111001} :
              (x1 == 4'b1011 && x2 == 4'b1100) ? {8'b10000100} :
              (x1 == 4'b1011 && x2 == 4'b1101) ? {8'b10001111} :
              (x1 == 4'b1011 && x2 == 4'b1110) ? {8'b10011010} :
              (x1 == 4'b1011 && x2 == 4'b1111) ? {8'b10100101} :
              (x1 == 4'b1100 && x2 == 4'b11) ? {8'b100100} :
              (x1 == 4'b1100 && x2 == 4'b101) ? {8'b111100} :
              (x1 == 4'b1100 && x2 == 4'b110) ? {8'b1001000} :
              (x1 == 4'b1100 && x2 == 4'b111) ? {8'b1010100} :
              (x1 == 4'b1100 && x2 == 4'b1001) ? {8'b1101100} :
              (x1 == 4'b1100 && x2 == 4'b1010) ? {8'b1111000} :
              (x1 == 4'b1100 && x2 == 4'b1011) ? {8'b10000100} :
              (x1 == 4'b1100 && x2 == 4'b1100) ? {8'b10010000} :
              (x1 == 4'b1100 && x2 == 4'b1101) ? {8'b10011100} :
              (x1 == 4'b1100 && x2 == 4'b1110) ? {8'b10101000} :
              (x1 == 4'b1100 && x2 == 4'b1111) ? {8'b10110100} :
              (x1 == 4'b1101 && x2 == 4'b11) ? {8'b100111} :
              (x1 == 4'b1101 && x2 == 4'b101) ? {8'b1000001} :
              (x1 == 4'b1101 && x2 == 4'b110) ? {8'b1001110} :
              (x1 == 4'b1101 && x2 == 4'b111) ? {8'b1011011} :
              (x1 == 4'b1101 && x2 == 4'b1001) ? {8'b1110101} :
              (x1 == 4'b1101 && x2 == 4'b1010) ? {8'b10000010} :
              (x1 == 4'b1101 && x2 == 4'b1011) ? {8'b10001111} :
              (x1 == 4'b1101 && x2 == 4'b1100) ? {8'b10011100} :
              (x1 == 4'b1101 && x2 == 4'b1101) ? {8'b10101001} :
              (x1 == 4'b1101 && x2 == 4'b1110) ? {8'b10110110} :
              (x1 == 4'b1101 && x2 == 4'b1111) ? {8'b11000011} :
              (x1 == 4'b1110 && x2 == 4'b11) ? {8'b101010} :
              (x1 == 4'b1110 && x2 == 4'b101) ? {8'b1000110} :
              (x1 == 4'b1110 && x2 == 4'b110) ? {8'b1010100} :
              (x1 == 4'b1110 && x2 == 4'b111) ? {8'b1100010} :
              (x1 == 4'b1110 && x2 == 4'b1001) ? {8'b1111110} :
              (x1 == 4'b1110 && x2 == 4'b1010) ? {8'b10001100} :
              (x1 == 4'b1110 && x2 == 4'b1011) ? {8'b10011010} :
              (x1 == 4'b1110 && x2 == 4'b1100) ? {8'b10101000} :
              (x1 == 4'b1110 && x2 == 4'b1101) ? {8'b10110110} :
              (x1 == 4'b1110 && x2 == 4'b1110) ? {8'b11000100} :
              (x1 == 4'b1110 && x2 == 4'b1111) ? {8'b11010010} :
              (x1 == 4'b1111 && x2 == 4'b11) ? {8'b101101} :
              (x1 == 4'b1111 && x2 == 4'b101) ? {8'b1001011} :
              (x1 == 4'b1111 && x2 == 4'b110) ? {8'b1011010} :
              (x1 == 4'b1111 && x2 == 4'b111) ? {8'b1101001} :
              (x1 == 4'b1111 && x2 == 4'b1001) ? {8'b10000111} :
              (x1 == 4'b1111 && x2 == 4'b1010) ? {8'b10010110} :
              (x1 == 4'b1111 && x2 == 4'b1011) ? {8'b10100101} :
              (x1 == 4'b1111 && x2 == 4'b1100) ? {8'b10110100} :
              (x1 == 4'b1111 && x2 == 4'b1101) ? {8'b11000011} :
              (x1 == 4'b1111 && x2 == 4'b1110) ? {8'b11010010} : {8'b11100001};
endmodule
module mul8
   (  input wire [7:0]  x1,
      input wire [7:0]  x2,
      output wire [15:0] y);
   wire [7:0] y1;
   wire [7:0] y21;
   wire [7:0] y22;
   wire [7:0] y3;
   mul4 u1(x1[3:0],x2[3:0],y1);
   mul4 u2(x1[3:0],x2[7:4],y21);
   mul4 u3(x1[7:4],x2[3:0],y22);
   mul4 u4(x1[7:4],x2[7:4],y3);
   assign y = {y3,8'b0} + {4'b0,y21,4'b0} + {4'b0,y22,4'b0} + {8'b0,y1};
endmodule
module mul16
   (  input wire [15:0]  x1,
      input wire [15:0]  x2,
      output wire [31:0] y);
   wire [15:0] y1;
   wire [15:0] y21;
   wire [15:0] y22;
   wire [15:0] y3;
   mul8 u1(x1[7:0],x2[7:0],y1);
   mul8 u2(x1[7:0],x2[15:8],y21);
   mul8 u3(x1[15:8],x2[7:0],y22);
   mul8 u4(x1[15:8],x2[15:8],y3);
   assign y = {y3,16'b0} + {8'b0,y21,8'b0} + {8'b0,y22,8'b0} + {16'b0,y1};
endmodule
module mul
   (  input wire [31:0]  x1,
      input wire [31:0]  x2,
      output wire [31:0] y,
      output wire        ovf);
   wire [31:0] y1;
   wire [31:0] y21;
   wire [31:0] y22;
   mul16 u1(x1[15:0],x2[15:0],y1);
   mul16 u2(x1[15:0],x2[31:16],y21);
   mul16 u3(x1[31:16],x2[15:0],y22);
   wire [32:0] yl = {y21[15:0],16'b0} + {y22[15:0],16'b0} + y1;
   assign y = yl[31:0];
   assign ovf = ((|x1[31:16] && |x2[31:16]) || (y1[31:31] && y21[15:15]) || (y1[31:31] && y22[15:15]) || (y21[15:15] && y22[15:15]) || yl[32:32]) ? 1'b1 : 1'b0;
endmodule                                                                         
`default_nettype wire
--- flow/run.sh ---
#!/bin/bash
# OpenROAD 26Q1-2900-gdf79404cd8, Yosys 0.63+post, stock flow scripts
make -C /OpenROAD-flow-scripts/flow DESIGN_CONFIG=/design/flow/config.mk WORK_HOME=/design/flow/orfs finish
--- flow/config.mk ---
export PLATFORM = sky130hd
export DESIGN_NAME = mul
export DESIGN_NICKNAME = mul
export VERILOG_FILES = /design/flow/design.v
export SDC_FILE = /design/flow/constraint.sdc
export NUM_CORES = 4
export LEC_CHECK = 1
export CORE_UTILIZATION = 40
--- flow/constraint.sdc ---
current_design mul

set clk_period 37.5
set clk_io_pct 0.2

create_clock -name clk0 -period $clk_period

set non_clock_inputs [all_inputs -no_clocks]
set_input_delay [expr $clk_period * $clk_io_pct] -clock clk0 $non_clock_inputs
set_output_delay [expr $clk_period * $clk_io_pct] -clock clk0 [all_outputs]
==> impl_metrics.ini <==
; yosys + openroad results
[place]
hpwl_mm = 490
placed_cells = 12319
place.gp.congestion = 1.38
place_ws_ns = 10.32
io_buffers = 97

[cts]
ctsHoldBuffers = 0
postCtsResizedCells = 0
post_cts_buffers = 0

[synth]
ys_top_logic_family = AND-OR/OR-AND gates
synth_top_cell_by_area = a21oi_1
synth.cellmix.simpleShare_pct = 27.5
synth_cell_types = 109
topCellsByArea = a21oi_1 9.2%, o21ai_0 7.9%, o22ai_1 7.2%
netlist_area_um2 = 63900
synthCells = 10765
syn_area_per_cell_um2 = 5.94
synth_seq_share_pct = 0
yosys-stat-cells = 10765
xor_share_pct = 2.03
ys_warn_count = 0
top_area_share_pct = 9.17
ys_area_um2 = 63900
fa_ha_area_share_pct = 6.13
compound_area_share_pct = 52.5
mux_share_pct = 0.460

[floorplan]
dieWidth_um = 402
rows = 146
ios = 97
initCoreUtil_pct = 40.3
die_h_um = 402

[grt]
grt-ovfl-total = 2505
grt_usage_pct = 93.8
grt_max_degree = 107
grt_pass1_wl_mm = 1090
grt_pass1_vias = 123822

[outcome]
tool.error = [ERROR GRT-0116] Global routing finished with congestion. Check the congestion regions in the DRC Viewer.
stop_stage = global routing
status = aborted with a tool error
Yosys cell counts (all sizes together) (178+ instances only):
cell type	n
o22ai	736
inv	247
nand2	952
a21oi	1175
o211ai	178
buf	546
nor3	255
a22oi	286
o221ai	189
o21ai	1018
clkbuf	1005
a221oi	237
nor2	960
nand3	258
cell families after synthesis:
family / after synthesis
simple gates: 3466
buf+inv: 1804
fa+ha+maj: 239
xor+xnor: 140
compound gates: 5087
mux: 29
per-layer routing:
metal / GRT overflow / global-route usage, %
met2: 1081 / 99.5
met1: 207 / 93.5
met3: 328 / 88.7
met4: 853 / 93.2
met5: 36 / 79.9
metrics by stage:
step | power [mW] | hold WS, ns | utilization, % | area [um^2]
after global placement | 5.08 | 16.37 | 43.7 | 69200
after floorplan | 2.71 | 15.52 | - | 63900
after detailed placement | 5.02 | 16.35 | 43.7 | 69200
after CTS | 5.06 | 16.35 | 43.7 | 69200
Power is estimated from default activity; no workload was simulated.
